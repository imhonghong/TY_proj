[design/flow/run.sh]
#!/bin/bash
# OpenROAD 26Q1-2900-gdf79404cd8, Yosys 0.63+post, stock flow scripts
make -C /OpenROAD-flow-scripts/flow DESIGN_CONFIG=/design/flow/config.mk WORK_HOME=/design/flow/orfs finish
[design/flow/config.mk]
export PLATFORM = sky130hd
export DESIGN_NAME = LCD_CTRL
export DESIGN_NICKNAME = LCD_CTRL
export VERILOG_FILES = /design/flow/design.v
export SDC_FILE = /design/flow/constraint.sdc
export NUM_CORES = 4
export LEC_CHECK = 1
export CORE_UTILIZATION = 30
[design/flow/constraint.sdc]
current_design LCD_CTRL

set clk_period 56.3
set clk_io_pct 0.2

create_clock -name clk0 -period $clk_period [get_ports {clk}]

set non_clock_inputs [all_inputs -no_clocks]
set_input_delay [expr $clk_period * $clk_io_pct] -clock clk0 $non_clock_inputs
set_output_delay [expr $clk_period * $clk_io_pct] -clock clk0 [all_outputs]
[design/flow/design.v]
`timescale 1 ns/10 ps
module LCD_CTRL(clk, reset, IROM_Q, cmd, cmd_valid, IROM_EN, IROM_A, IRB_RW, IRB_D, IRB_A, busy, done);
input            clk       ;
input            reset     ;
input      [7:0] IROM_Q    ;
input      [2:0] cmd       ;
input            cmd_valid ;
output reg       IROM_EN   ;
output     [5:0] IROM_A    ;
output reg       IRB_RW    ;
output     [7:0] IRB_D     ;
output     [5:0] IRB_A     ;
output reg       busy      ;
output reg       done      ;
integer          index     ;
reg        [2:0] current_state  ;
reg        [2:0] next_state     ;
reg        [6:0] cnt            ;  
reg              cnt_re         ;  
reg              cnt_en         ;  
reg              ctrl           ;
reg        [7:0] data [0:63]    ;
reg        [5:0] position_0     ;
wire       [5:0] position_1 ;  
wire       [5:0] position_2 ;  
wire       [5:0] position_3 ;  
wire       [9:0] sum        ;  
parameter  [2:0] Write      = 3'd0 ;
parameter  [2:0] ShiftUp    = 3'd1 ;
parameter  [2:0] ShiftDown  = 3'd2 ;
parameter  [2:0] ShiftLeft  = 3'd3 ;
parameter  [2:0] ShiftRight = 3'd4 ;
parameter  [2:0] Average    = 3'd5 ;
parameter  [2:0] MirrorX    = 3'd6 ;
parameter  [2:0] MirrorY    = 3'd7 ;
parameter  [2:0] INITIAL    = 3'd0 ;
parameter  [2:0] READ       = 3'd1 ;
parameter  [2:0] OPERATE    = 3'd2 ;
parameter  [2:0] WRITE      = 3'd3 ;
parameter  [2:0] FINISH     = 3'd4 ;
parameter        PosiProcess = 1'b0;
parameter        DataProcess = 1'b1;
assign           IROM_A     = cnt[5:0];
assign           IRB_A      = cnt[5:0];
assign           IRB_D      = (current_state == WRITE) ? data[cnt[5:0]] : 8'd0;
assign           position_1 = position_0 + 6'd1;
assign           position_2 = position_0 + 6'd8;
assign           position_3 = position_0 + 6'd9;
assign           sum        = data[position_0] + data[position_1] + data[position_2] + data[position_3];
always @(posedge clk or posedge reset) begin
	if (reset)
        current_state <= INITIAL;
	else
        current_state <= next_state;
end
always @(*) begin
	next_state  = current_state;
	case(current_state)
        INITIAL  : next_state = READ;
        READ     : next_state = cnt[6]              ? OPERATE : READ;
        OPERATE  : next_state = (cmd_valid & ~|cmd) ? WRITE   : OPERATE;
        WRITE    : next_state = cnt[6]              ? FINISH  : WRITE;
        FINISH   : next_state =                       FINISH  ;
	endcase
end
always @(*) begin
	busy      = 1'b1;
	done      = 1'b0;
	IROM_EN   = 1'b1;
	IRB_RW    = 1'b1;
	cnt_re    = 1'b0;
	cnt_en    = 1'b0;
	case(current_state)
		INITIAL : begin
			busy      = 1'b1;
			done      = 1'b0;
			IROM_EN   = 1'b1;
			IRB_RW    = 1'b1;
			cnt_re    = 1'b0;
			cnt_en    = 1'b0;
		end
		READ : begin
			busy      = 1'b1;
			done      = 1'b0;
			IROM_EN   = 1'b0;
			IRB_RW    = 1'b1;
			cnt_re    = cnt[6];
			cnt_en    = 1'b1;
		end
		OPERATE : begin
			busy      = 1'b0;
			done      = 1'b0;
			IROM_EN   = 1'b1;
			IRB_RW    = 1'b1;
			cnt_re    = 1'b0;
			cnt_en    = 1'b0;
		end
		WRITE : begin
			busy      = 1'b1;
			done      = 1'b0;
			IROM_EN   = 1'b1;
			IRB_RW    = 1'b0;
			cnt_re    = cnt[6];
			cnt_en    = 1'b1;
		end
		FINISH : begin
			busy      = 1'b0;
			done      = 1'b1;
			IROM_EN   = 1'b1;
			IRB_RW    = 1'b1;
			cnt_re    = 1'b0;
			cnt_en    = 1'b0;
		end
	endcase
end
always @(posedge clk or posedge reset) begin
	if (reset)
        cnt <= 7'd0;
	else begin
        if (cnt_re)
            cnt <= 7'd0;
        else if (cnt_en) 
            cnt <= cnt + 7'd1;
	end
end
always @(*) begin
	ctrl = 1'b0;
	if (current_state == OPERATE) begin
		case (cmd) 
		ShiftUp    : ctrl = PosiProcess;
		ShiftDown  : ctrl = PosiProcess;
		ShiftLeft  : ctrl = PosiProcess;
		ShiftRight : ctrl = PosiProcess;
		Average    : ctrl = DataProcess;
		MirrorX    : ctrl = DataProcess;
		MirrorY    : ctrl = DataProcess;
		endcase
	end
end
always @(posedge clk) begin
    if (reset) begin
        position_0 <= 6'h1b;  
    end
    else if (ctrl == PosiProcess) begin
        case (cmd)
            ShiftUp   :  position_0 <= (position_0      >= 6'h8 ) ? position_0 - 6'h8 : position_0;
            ShiftDown :  position_0 <= (position_0      <= 6'h2e) ? position_0 + 6'h8 : position_0;
            ShiftLeft :  position_0 <= (position_0[2:0] != 3'd0 ) ? position_0 - 6'h1 : position_0;  
            ShiftRight:  position_0 <= (position_1[2:0] != 3'd7 ) ? position_0 + 6'h1 : position_0;  
		endcase
    end
end
always @(posedge clk) begin
    if (reset) begin
        for (index = 0; index < 64; index = index + 1)
            data[index] <= 8'd0;
    end
    else begin
        if (current_state == READ) begin
            data[cnt - 1] <= IROM_Q;
        end
        else if (current_state == OPERATE && ctrl == DataProcess) begin
            case (cmd)
                MirrorX : begin
                    data[position_0] <= data[position_2];  
                    data[position_1] <= data[position_3];  
                    data[position_2] <= data[position_0];  
                    data[position_3] <= data[position_1];  
                end
                MirrorY: begin
                    data[position_0] <= data[position_1];  
                    data[position_1] <= data[position_0];  
                    data[position_2] <= data[position_3];  
                    data[position_3] <= data[position_2];  
                end
                Average : begin
                    data[position_0] <= sum[9:2];
                    data[position_1] <= sum[9:2];
                    data[position_2] <= sum[9:2];
                    data[position_3] <= sum[9:2];
                end
            endcase
        end
    end
end
endmodule
==> results.py <==
# Auto-generated metrics
metrics = {
    "timing": {
        "tns_ns": 0,
        "fin_crit_ns": 18.32,
        "fin_skew_ns": 0.0333,
        "report.final.setup_viol": 0,
        "worst_pin_slew_ns": 1.68,
        "max_slew_margin": -0.127,
        "maxSlewViolCount": 4,
        "finalClockPeriodUsage": 0.325,
        "layout_setup_ws_ns": 37.98,
        "grt_setup_unrepaired": "no",
        "fmax_mhz": 54.6,
        "hold_violations": 0,
        "hold_ws_ns": 0.484,
    },
    "clock_tree": {
        "hold_buffers": 0,
        "cts_tree": "done",
        "clock_latency_ns": 0.76,
        "clock-root-buffer": "clkbuf_16",
        "cts.sinks": 536,
        "postCtsSetupBuffers": 0,
        "cts_buffer_depth": 3,
        "cts_resized": 0,
        "cts-buffers-inserted": 71,
        "clk_pin_slew_ns": 0.05,
        "cts_max_level": 3,
    },
    "pwr": {
        "p_int_mw": 0.960,
        "power.share.clock": 0.235,
        "p_sw_frac": 0.527,
        "p_switching_mw": 1.07,
        "power.density_mw_per_mm2": 35.0,
        "comb_power_share": 0.522,
        "p_leak_nw": 19.7,
        "ir_drop_uv": 37.5,
        "seqPwrFrac": 0.243,
    },
    "yosys": {
        "post-synth-top-area-cell": "edfxtp_1",
        "top_cell_area_share": 0.301,
        "yosys_area_mm2": 0.0510,
        "synth-simple-area-share": 0.127,
        "ys_top_logic_family": "AND-OR/OR-AND gates",
        "adder_share": 0.0104,
        "ys_types": 97,
        "synth_area_mm2": 0.0510,
        "synthFlopType": "edfxtp_1",
        "common_cells": "657 x nand2_1, 512 x edfxtp_1, 497 x nor2_1",
        "ys_sh_mux": 0.208,
        "async_flop_share": 0.0224,
        "yosys_cells": 5345,
        "most_common_cell": "nand2_1",
        "synth_cells": 5345,
        "ys_sh_xor": 0.00493,
        "synth_warnings": 1,
        "syn_area_per_cell_um2": 9.55,
        "aoi_share": 0.283,
        "yosys.stat.seqShare": 0.312,
        "numSynthFlops": 536,
        "edf_count": 512,
        "synthTopCellsByArea": "edfxtp_1 30%, mux4_2 15%, a221oi_1 6.8%",
    },
    "place": {
        "gp_congestion": 1.15,
        "portBuffers": 37,
        "dp.cells": 7422,
        "dp_hpwl_mm": 317,
        "dp_slack_ns": 39.10,
    },
    "route": {
        "ant_nets": 0,
        "wl_per_cell_um": 58.7,
        "first_iter_violations": 9417,
        "vias_per_cell": 7.96,
        "wirelength_mm": 451,
        "via_count": 61100,
        "drc": 0,
        "dr.pass1.iters": 10,
    },
    "floorplan": {
        "core.rowCount": 150,
        "core_mm2": 0.168,
        "die_area_mm2": 0.172,
        "die_y_um": 414,
        "die_w_um": 414,
        "io_pins": 38,
        "initial_core_util": 0.304,
    },
    "hold_path": {
        "hold-path-endpoint": "current_state[1]",
        "hold_class": "flip-flop to flip-flop",
        "hold_depth": 1,
        "min_from": "current_state[1]",
    },
    "global_route": {
        "grt_overflow_total": 0,
        "grt_pass1_vias": 56300,
        "grt_max_degree": 66,
        "antenna_found_initial": 104,
        "grt_use_total": 0.536,
        "grt_pass1_wl_mm": 577,
    },
    "run": {
        "maxCapViolCount": 1,
        "tool_warnings": 32,
    },
    "critical_path": {
        "cp-end-kind": "output port",
        "worst-setup-path-type": "flip-flop to output port",
        "r2r_slack_ns": 44.27,
        "crit_start": "position_0[1]",
        "required_ns": 45.04,
        "r2r-start": "position_0[0]",
        "arrival_ns": 7.06,
        "r2r_end": "data[41][6]",
        "r2r_cells": 31,
        "cp_max_fo": 27,
        "start_kind": "flip-flop",
    },
    "layout": {
        "drive_gt1_frac": 0.196,
        "stdcell_count": 7678,
        "nFillCells": 16900,
        "flow.area_growth_from_synthesis_pct": 13.8,
    },
    "status": {
        "violations": "max-capacitance violations, max-slew violations",
        "status": "finished with violations",
    },
}
[flip-flops by register name, summed over array words and instances, names as in the netlist, named ones only]
signal	flops
data	512
cnt	7
position_0	6
current_state	5
[per-stage QoR]
step	area [µm²]	total power, mW	utilization
after floorplan	51000	0.904	-
after global placement	55400	1.48	0.330
after detailed placement	55400	1.47	0.330
after CTS	57700	1.94	0.344
after global routing	57800	2.00	0.344
final	58000	2.03	0.346
[worst max-delay path, cell delays in order (launching register included)]
cell and delay, ns:
dfxtp_4 0.57, inv_2 0.34, ha_4 0.65, mux2_4 0.43, buf_4 0.49, buf_4 0.53
mux4_2 0.29, mux2i_1 0.07, mux2i_1 0.70, mux2i_1 0.51, mux2i_1 0.54, inv_1 0.35
nor2_1 0.24, clkdlybuf4s50_1 0.50
[layer usage]
metal / vias up / global-route usage / part of all wire
met5: - / 0.122 / 0.0043
met4: 79 / 0.440 / 0.11
met3: 2299 / 0.384 / 0.17
met2: 6542 / 0.689 / 0.39
met1: 30100 / 0.582 / 0.32
li1: 22100 / - / -
[final cells by class]
class	instances	area (µm²)	share of cell area
Multi-Input combinational cell	4181	33100	0.570
Sequential cell	536	15900	0.275
Timing Repair Buffer	436	3390	0.0583
Tap cell	2204	2760	0.0475
Clock buffer	84	1860	0.0320
Clock inverter	42	442	0.00761
Antenna cell	130	325	0.00560
Inverter	65	249	0.00429
[power groups by stage]
stage | Sequential [mW] | Combinational [mW] | Clock [mW]
finish | 0.494 | 1.06 | 0.478
CTS | 0.491 | 0.973 | 0.476
global route | 0.492 | 1.02 | 0.486
[worst max path at each step]
| stage | cells past startpoint | slack [ns] | to |
|---|---|---|---|
| 4_1_cts | 14 | 38.30 | IRB_D[3] |
| 5_1_grt | 12 | 38.00 | IRB_D[0] |
| 6_report | 13 | 37.98 | IRB_D[3] |
[cell families after synthesis]
| logic type | after synthesis |
|---|---|
| and+or+nand+nor | 1499 |
| AOI/OAI and AO/OA | 1991 |
| muxes | 630 |
| buffers and inverters | 628 |
| adders and majority gates | 33 |
| other | 1 |
| xor gates and xnor gates | 27 |
| DFF | 536 |
[cell usage in the layout (no fill, tap or decap), types with 16 or more instances in the layout]
cell,instances
ha_1,16
nand2b_1,20
diode_2,130
inv_1,56
mux2_2,51
o211ai_1,24
clkbuf_16,72
mux4_2,340
and3_1,26
edfxtp_1,512
or3_1,34
nand3_1,80
a21oi_1,422
a221o_1,82
nand2_2,17
o221ai_1,59
nand2_1,640
clkdlybuf4s50_1,36
o22ai_1,159
buf_4,397
a22oi_1,159
mux2i_1,235
nand4_1,24
nor2_1,483
nor3_1,32
a22o_1,49
a31oi_1,29
a32oi_1,28
fa_1,16
o21ai_0,180
a222oi_1,50
a221oi_1,393
a2111oi_0,55
or4_1,38
a211oi_1,119
Power figures rest on the tool's default switching activity, not on a simulated workload.
